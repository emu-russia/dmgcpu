## design/flow/config.mk

```make
export PLATFORM = sky130hd
export DESIGN_NAME = Decoder3
export DESIGN_NICKNAME = Decoder3
export VERILOG_FILES = /design/flow/design.v
export SDC_FILE = /design/flow/constraint.sdc
export NUM_CORES = 4
export LEC_CHECK = 1
export CORE_AREA = 10 10 99 99
export DIE_AREA = 0 0 109 109
```

## design/flow/constraint.sdc

```tcl
current_design Decoder3

set clk_period 3.1
set clk_io_pct 0.2

create_clock -name clk0 -period $clk_period

set non_clock_inputs [all_inputs -no_clocks]
set_input_delay [expr $clk_period * $clk_io_pct] -clock clk0 $non_clock_inputs
set_output_delay [expr $clk_period * $clk_io_pct] -clock clk0 [all_outputs]
```

## design/flow/design.v

```verilog
`timescale 1ns/1ns
module Decoder3( CLK2, CLK4, CLK5, nCLK4, a3, d, w, x, IR, nIR, SeqOut_2 );
	input CLK2;
	input CLK4;
	input CLK5;		 
	input nCLK4;		 
	input a3;
	input [106:0] d;
	input [40:0] w;
	output [68:0] x;
	input [7:0] IR;
	input [5:0] nIR;
	input SeqOut_2;
	assign x[0] = ~(CLK2 ? ~((nIR[3]&x[20]) | (nIR[3]&nIR[4]&x[17])) : 1'b1);
	assign x[1] = ~(CLK2 ? ~((IR[3]&x[20]) | (IR[3]&x[17])) : 1'b1);
	assign x[2] = ~(CLK2 ? ~((w[24]) | (IR[5]&IR[4]&nIR[3]&w[3])) : 1'b1);
	assign x[3] = ~(CLK2 ? ~((x[10]) | (w[37]) | (x[11]) | (w[8]) | (w[9]) | (x[22]) | (w[23])) : 1'b1);
	assign x[4] = ~(CLK2 ? ~((w[5]) | (d[8]) | (d[41]) | (x[2]) | (d[14]) | (x[26])) : 1'b1);
	assign x[5] = ~(CLK2 ? ~((x[20]&nIR[3]&nIR[4])) : 1'b1);
	assign x[6] = ~(CLK2 ? ~((x[20]&nIR[3]&IR[4])) : 1'b1);
	assign x[7] = ~(CLK2 ? ~((x[20]&IR[3]&nIR[4])) : 1'b1);
	assign x[8] = ~(CLK2 ? ~((x[20]&IR[3]&IR[4])) : 1'b1);
	assign x[9] = ~(CLK2 ? ~((x[17]&IR[3]&nIR[4])) : 1'b1);
	assign x[10] = ~(CLK2 ? ~((w[23]) | (w[15]) | (w[19]) | (x[23])) : 1'b1);
	assign x[11] = ~(CLK2 ? ~((x[27]) | (x[24])) : 1'b1);
	assign x[12] = ~(CLK2 ? ~((x[24]) | (x[27]) | (IR[0]&w[37])) : 1'b1);
	assign x[13] = ~(CLK2 ? ~((d[58]) | (d[88]) | (w[16])) : 1'b1);
	assign x[14] = ~(CLK2 ? ~((d[41]) | (d[14]) | (w[37])) : 1'b1);
	assign x[15] = ~(CLK4 ? ~((w[6]&d[41]) | (w[6]&w[4]) | (w[6]&d[14]) | (w[6]&d[38]) | (w[6]&w[14]) | (w[6]&w[21])) : 1'b1);
	assign x[16] = ~(CLK2 ? ~((x[17]&nIR[3]&IR[4])) : 1'b1);
	assign x[17] = ~(CLK2 ? ~((d[42]&IR[5])) : 1'b1);
	assign x[18] = ~(CLK2 ? ~((w[3]&IR[3]&nIR[4]&IR[5])) : 1'b1);
	assign x[19] = ~(CLK2 ? ~((w[10]) | (nIR[3]&nIR[4]&IR[5]&w[3])) : 1'b1);
	assign x[20] = ~(CLK2 ? ~((d[25]) | (d[42]&nIR[5])) : 1'b1);
	assign x[21] = ~(CLK2 ? ~((d[34]&IR[4]&IR[5])) : 1'b1);
	assign x[22] = ~(CLK2 ? ~((d[34]&nIR[3]&nIR[4]&IR[5])) : 1'b1);
	assign x[23] = ~(CLK2 ? ~((w[3]&nIR[4]&nIR[5])) : 1'b1);
	assign x[24] = ~(CLK2 ? ~((w[3]&IR[4]&nIR[5])) : 1'b1);
	assign x[25] = ~(CLK2 ? ~((w[12]) | (x[24]) | (x[26]) | (x[27])) : 1'b1);
	assign x[26] = ~(CLK2 ? ~((d[34]&IR[3]&nIR[4]&IR[5])) : 1'b1);
	assign x[27] = ~(CLK2 ? ~((w[3]&IR[3]&IR[4]&IR[5])) : 1'b1);
	assign x[28] = ~(CLK4 ? ~((d[34]&w[38]) | (d[42]&w[38]) | (w[3]&w[38]) | (IR[4]&IR[5]&d[58]&w[38]) | (x[10]&w[38])) : 1'b1);
	assign x[29] = ~(CLK4 ? ~((w[12]&w[38]) | (x[28]&w[38]) | (w[37]&w[38])) : 1'b1);
	assign x[30] = ~(CLK2 ? ~((w[9]&nIR[4])) : 1'b1);
	assign x[31] = ~(CLK2 ? ~((w[23]&nIR[4])) : 1'b1);
	assign x[32] = ~(CLK2 ? ~((d[34]&nIR[4]) | (d[34]&nIR[5])) : 1'b1);
	assign x[33] = ~(CLK2 ? ~((IR[0]&w[37])) : 1'b1);
	assign x[34] = ~(CLK2 ? ~((w[3]) | (d[41]) | (a3)) : 1'b1);
	assign x[35] = ~(CLK2 ? ~((x[34]&IR[0]&IR[1]&IR[2]) | (w[14]) | (w[4]) | (w[37]&IR[3]&IR[4]&IR[5]) | (d[38]&IR[4]&IR[5]) | (x[32])) : 1'b1);
	assign x[36] = ~(CLK2 ? ~((d[42]) | (w[10]) | (w[24])) : 1'b1);
	assign x[37] = ~(CLK4 ? ~((w[8]) | (w[6]&d[42]) | (w[6]&w[10]) | (w[6]&w[37]) | (w[6]&w[24]) | (x[30]) | (x[31])) : 1'b1);
	assign x[38] = ~(CLK4 ? ~((x[32]&w[38]) | (x[36]&IR[0]&IR[1]&IR[2]&w[38]) | (w[38]&d[8]) | (w[38]&w[5]) | (w[38]&x[14]&IR[3]&IR[4]&IR[5]) | (w[38]&d[58]&IR[4]&IR[5]) | (w[38]&w[3]&nIR[5]) | (w[38]&w[3]&nIR[4]) | (w[38]&w[3]&nIR[3])) : 1'b1);
	assign x[39] = ~(CLK4 ? ~((IR[5]&w[13]&w[38]) | (x[36]&nIR[0]&nIR[1]&IR[2]&w[38]) | (w[38]&x[64]) | (w[38]&w[19]) | (w[38]&x[14]&nIR[3]&nIR[4]&IR[5]) | (w[38]&x[13]&nIR[4]&IR[5])) : 1'b1);
	assign x[40] = ~(CLK4 ? ~((IR[5]&w[13]&w[38]) | (x[36]&IR[0]&nIR[1]&IR[2]&w[38]) | (w[38]&x[66]) | (w[38]&w[15]) | (w[38]&x[14]&IR[3]&nIR[4]&IR[5]) | (w[38]&x[13]&nIR[4]&IR[5])) : 1'b1);
	assign x[41] = ~(CLK2 ? ~((d[83]&IR[0]&IR[4])) : 1'b1);
	assign x[42] = ~(CLK2 ? ~((w[13]&IR[5]) | (w[16]&nIR[4]&IR[5]) | (w[22])) : 1'b1);
	assign x[43] = ~(CLK2 ? ~((x[34]&nIR[0]&nIR[1]&IR[2]) | (IR[5]&nIR[4]&d[38]) | (IR[5]&nIR[4]&w[19]) | (IR[5]&nIR[4]&nIR[3]&w[37])) : 1'b1);
	assign x[44] = ~(CLK2 ? ~((x[34]&IR[0]&nIR[1]&IR[2]) | (IR[5]&nIR[4]&w[21]) | (IR[5]&nIR[4]&w[15]) | (IR[5]&nIR[4]&IR[3]&w[37])) : 1'b1);
	assign x[45] = ~(CLK2 ? ~((IR[4]&nIR[5]&w[16]) | (IR[4]&nIR[5]&w[13])) : 1'b1);
	assign x[46] = ~(CLK2 ? ~((x[34]&nIR[0]&IR[1]&nIR[2]) | (nIR[5]&IR[4]&d[38]) | (nIR[5]&IR[4]&w[19]) | (nIR[5]&IR[4]&nIR[3]&w[37])) : 1'b1);
	assign x[47] = ~(CLK2 ? ~((x[34]&IR[0]&IR[1]&nIR[2]) | (nIR[5]&IR[4]&w[21]) | (nIR[5]&IR[4]&w[15]) | (nIR[5]&IR[4]&IR[3]&w[37])) : 1'b1);
	assign x[48] = ~(CLK4 ? ~((x[36]&nIR[0]&IR[1]&nIR[2]&w[38]) | (IR[4]&nIR[5]&x[13]&w[38]) | (IR[4]&nIR[5]&x[14]&nIR[3]&w[38])) : 1'b1);
	assign x[49] = ~(CLK4 ? ~((x[36]&nIR[0]&nIR[1]&nIR[2]&w[38]) | (nIR[4]&nIR[5]&x[13]&w[38]) | (nIR[4]&nIR[5]&x[14]&nIR[3]&w[38])) : 1'b1);
	assign x[50] = ~(CLK4 ? ~((x[36]&IR[0]&IR[1]&nIR[2]&w[38]) | (IR[4]&nIR[5]&x[13]&w[38]) | (IR[4]&nIR[5]&x[14]&IR[3]&w[38])) : 1'b1);
	assign x[51] = ~(CLK4 ? ~((x[36]&IR[0]&nIR[1]&nIR[2]&w[38]) | (nIR[4]&nIR[5]&x[13]&w[38]) | (nIR[4]&nIR[5]&x[14]&IR[3]&w[38])) : 1'b1);
	assign x[52] = ~(CLK2 ? ~((w[29]) | (nIR[4]&nIR[5]&w[13]) | (nIR[4]&nIR[5]&w[16])) : 1'b1);
	assign x[53] = ~(CLK2 ? ~((x[34]&nIR[0]&nIR[1]&nIR[2]) | (nIR[4]&nIR[5]&d[38]) | (nIR[4]&nIR[5]&w[19]) | (nIR[4]&nIR[5]&nIR[3]&w[37])) : 1'b1);
	assign x[54] = ~(CLK2 ? ~((x[34]&IR[0]&nIR[1]&nIR[2]) | (nIR[4]&nIR[5]&w[21]) | (nIR[4]&nIR[5]&w[15]) | (nIR[4]&nIR[5]&IR[3]&w[37])) : 1'b1);
	assign x[55] = ~( (CLK2 ? ~((w[13]) | (w[16])) : 1'b1) | CLK5 );
	assign x[56] = ~(CLK4 ? ~((d[58]) | (d[88])) : 1'b1);
	assign x[57] = ~( (CLK2 ? ~((d[42]) | (x[64]) | (x[66]) | (w[5]) | (d[8]) | (w[15]) | (w[19]) | (x[14]) | (w[10]) | (w[24]) | (x[32]) | (w[3])) : 1'b1) | nCLK4 );
	assign x[58] = ~(CLK2 ? ~((w[8]) | (nIR[3]&IR[4]&IR[5]&w[37]) | (w[23]) | (d[8]) | (w[5]) | (d[14]) | (x[34]&nIR[0]&IR[1]&IR[2])) : 1'b1);
	assign x[59] = ~(CLK2 ? ~((x[30]) | (d[60]) | (w[18]&SeqOut_2) | (w[8])) : 1'b1);
	assign x[60] = ~(CLK2 ? ~((w[8]) | (w[17]) | (w[39]&w[18]) | (d[60]) | (x[31])) : 1'b1);
	assign x[61] = ~(CLK2 ? ~((x[62]) | (x[63])) : 1'b1);
	assign x[62] = ~(CLK2 ? ~((w[16]&IR[4]&IR[5]) | (w[30]) | (d[62])) : 1'b1);
	assign x[63] = ~(CLK2 ? ~((d[88]&IR[4]&IR[5]) | (d[64])) : 1'b1);
	assign x[64] = ~(CLK2 ? ~((w[9]&IR[4])) : 1'b1);
	assign x[65] = ~(CLK2 ? ~((w[30]) | (w[16]&IR[4]&IR[5])) : 1'b1);
	assign x[66] = ~(CLK2 ? ~((w[23]&IR[4])) : 1'b1);
	assign x[67] = ~(CLK2 ? ~((d[81]) | (w[25]) | (w[2])) : 1'b1);
	assign x[68] = ~(CLK2 ? ~((d[93]) | (d[92]) | (w[36]) | (x[67])) : 1'b1);
endmodule  
```

## design/flow/run.sh

```bash
#!/bin/bash
# OpenROAD 26Q1-2900-gdf79404cd8, Yosys 0.63+post, stock flow scripts
make -C /OpenROAD-flow-scripts/flow DESIGN_CONFIG=/design/flow/config.mk WORK_HOME=/design/flow/orfs finish
```

==> flow_results.xml <==
<?xml version="1.0" encoding="UTF-8"?>
<metrics>
  <group name="power_and_ir_drop">
    <metric name="vdd.ir_drop.worst" unit="mV">0.04767</metric>
    <metric name="power.leakage" unit="nW">1.152</metric>
    <metric name="report.power.total" unit="mW">0.3504</metric>
    <metric name="pwr_density_cell" unit="nW/µm²">124.5</metric>
  </group>
  <group name="floorplanning">
    <metric name="die-width" unit="µm">109</metric>
    <metric name="fp_util" unit="%">12.94</metric>
    <metric name="core_area" unit="µm²">7727</metric>
    <metric name="rows" unit="">32</metric>
    <metric name="dieArea" unit="µm²">11880</metric>
    <metric name="pin_count" unit="">237</metric>
    <metric name="die_h" unit="µm">109</metric>
  </group>
  <group name="synth">
    <metric name="mappedNetlistArea" unit="µm²">999.7</metric>
    <metric name="yosys-stat-area" unit="µm²">999.7</metric>
    <metric name="synth.yosys.seq_area_share" unit="%">0</metric>
    <metric name="synth-warning-count" unit="">0</metric>
    <metric name="synth_cells" unit="">176</metric>
    <metric name="top_area_share" unit="%">13.52</metric>
    <metric name="leading_post_synthesis_cells_by_cell_area" unit="">nor2_1 14%, and3_1 6.9%, nand2_1 6.4%</metric>
    <metric name="synth_stat.cells" unit="">176</metric>
    <metric name="synth.largest_area_cell" unit="">nor2_1</metric>
    <metric name="synth_area_per_cell" unit="µm²">5.680</metric>
    <metric name="synthDistinctLibCells" unit="">42</metric>
  </group>
  <group name="critical_path">
    <metric name="required" unit="ps">2480</metric>
    <metric name="crit_path_max_incr_delay" unit="ps">570</metric>
    <metric name="category_of_the_worst_setup_path_capture_point" unit="">primary output</metric>
    <metric name="crit_family" unit="">buffers and inverters</metric>
    <metric name="critical_path.most_common_cell" unit="">clkdlybuf4s50_1</metric>
    <metric name="critical_path.n_buffers_inverters" unit="">2</metric>
    <metric name="crit_path_max_fanout" unit="">6</metric>
    <metric name="worst_ep_arrival_time" unit="ps">2430</metric>
    <metric name="crit_slowest_cell" unit="">clkdlybuf4s50_1</metric>
    <metric name="critical_path_launch_point_type" unit="">input port</metric>
    <metric name="path_cells" unit="">clkdlybuf4s50_1 -&gt; nand4_1 -&gt; o21ai_2 -&gt; and3b_2 -&gt; a21oi_2 -&gt; clkdlybuf4s50_1</metric>
    <metric name="critical_path.startpoint" unit="">nIR[4]</metric>
    <metric name="setup.worst_path.class" unit="">in -&gt; out</metric>
  </group>
  <group name="final_layout">
    <metric name="dominant_logic_cell_type_in_the_layout" unit="">clkdlybuf4s50_1</metric>
    <metric name="n_clock_buffer" unit="">0</metric>
    <metric name="seq_area" unit="µm²">0</metric>
    <metric name="multiInputGateArea" unit="µm²">989.7</metric>
    <metric name="drive_above_1_share" unit="%">19.71</metric>
    <metric name="flops" unit="">0</metric>
    <metric name="nFillCells" unit="">818</metric>
    <metric name="most-common-layout-cells" unit="">125 x clkdlybuf4s50_1, 43 x buf_4, 33 x nor2_1</metric>
    <metric name="syn2layout_area_growth" unit="%">181.5</metric>
    <metric name="final_cell_area" unit="µm²">2814</metric>
  </group>
  <group name="placement">
    <metric name="port-buffer-count" unit="">130</metric>
    <metric name="dpl_cell_area" unit="µm²">2693</metric>
    <metric name="routabilityCongestion" unit="">0.9268</metric>
    <metric name="dpl_worst_slack" unit="ps">-160.6</metric>
    <metric name="dp_hpwl" unit="µm">7306</metric>
  </group>
  <group name="sta">
    <metric name="fmax" unit="MHz">328.1</metric>
    <metric name="finalWorstPathRequiredPeriod" unit="ps">3048</metric>
    <metric name="fin_ws" unit="ps">52.45</metric>
    <metric name="report.final.setup_viol" unit="">0</metric>
    <metric name="worst_slew_pin_slew" unit="ps">381.7</metric>
    <metric name="post-route-period-util" unit="%">98.31</metric>
    <metric name="final-max-slew-violation-count" unit="">0</metric>
    <metric name="hold_viol" unit="">0</metric>
    <metric name="worst_slew_margin_rel" unit="%">74.51</metric>
  </group>
  <group name="detailed_routing">
    <metric name="post_drt_wl_per_cell" unit="µm">19.04</metric>
    <metric name="wirelength" unit="µm">8417</metric>
    <metric name="route.detailed.drc" unit="">0</metric>
    <metric name="num_antenna_cells" unit="">0</metric>
    <metric name="postRouteAntennaNets" unit="">0</metric>
    <metric name="viasPerCell" unit="">4.566</metric>
    <metric name="drtPass1Iterations" unit="">5</metric>
    <metric name="detailedRoute.firstIterationViolations" unit="">49</metric>
    <metric name="routed-via-count" unit="">2018</metric>
  </group>
  <group name="min_path">
    <metric name="timing.hold.worst.start" unit="">d[14]</metric>
    <metric name="hold_path.class" unit="">in -&gt; out</metric>
  </group>
  <group name="global_route">
    <metric name="number_of_global_route_vias_before_repair" unit="">2079</metric>
    <metric name="grt_pass1_wl" unit="µm">11940</metric>
    <metric name="grt.total_usage" unit="%">12.74</metric>
    <metric name="grt_remaining_overflow" unit="">0</metric>
    <metric name="grt_start_max_net_pins" unit="">13</metric>
    <metric name="antenna_found_initial" unit="">0</metric>
  </group>
  <group name="clock_network">
    <metric name="postCtsHoldBufs" unit="">0</metric>
  </group>
  <group name="job">
    <metric name="warning_count" unit="">139</metric>
    <metric name="cap_viol_max_count" unit="">0</metric>
  </group>
  <group name="status">
    <metric name="status" unit="">finished, final reports clean</metric>
  </group>
</metrics>
final cells by class:
cell class	count	area share [%]
inverters	5	0.6670
repair buffers	175	59.63
multi-input cells	160	35.17
well taps	102	4.535
report_power, final:
part           switching, mW  total [mW]  internal, mW
clock network              0           0             0
registers                  0           0             0
logic                  0.133       0.350         0.217
total                  0.133       0.350         0.217
cell usage after synthesis, types with 2 or more instances:
| master | instances |
|---|---|
| or3_1 | 3 |
| clkbuf_1 | 2 |
| buf_4 | 2 |
| nand2_1 | 17 |
| or2_1 | 2 |
| o21a_1 | 3 |
| o21ai_0 | 2 |
| nand4_1 | 3 |
| o221ai_1 | 3 |
| a21o_1 | 5 |
| nor3_1 | 9 |
| a211oi_1 | 5 |
| and2_1 | 5 |
| nor3_2 | 3 |
| a21oi_1 | 11 |
| a31oi_1 | 4 |
| nand3_1 | 4 |
| inv_2 | 2 |
| inv_1 | 3 |
| o21ai_1 | 5 |
| and3_1 | 11 |
| o22a_1 | 6 |
| buf_2 | 6 |
| nor4_1 | 3 |
| o22ai_1 | 5 |
| nor2_1 | 36 |
what timing repair did:
| item | in CTS | in global routing |
|---|---|---|
| gates cloned | 0 | 1 |
| pin swaps | 1 | 4 |
| endpoints found under the setup margin | 13 | 12 |
| setup buffers | 0 | 2 |
| gates resized | 5 | 17 |
logic make-up after synthesis:
family | after synthesis | synth area share, %
buf+inv | 16 | 8.260
compound gates | 56 | 38.80
simple gates | 104 | 52.94
stage by stage:
stage / std cells / hold WS [ps] / TNS, ps / util (%)
floorplan: 176 / 1253 / 0 / -
global placement: 439 / 2142 / -715.4 / 34.84
detailed placement: 439 / 2141 / -681.7 / 34.84
CTS: 439 / 2142 / 0 / 35.04
global route: 442 / 2093 / -16.57 / 36.42
finish: 442 / 2049 / 0 / 36.42
path summary, 6_finish.rpt:
check	end	slack, ps	cells past startpoint
worst max-delay path	x[29]	50	6
worst min-delay path	x[14]	2050	4
per-layer routing:
metal | up-vias | part of all wire, % | track usage, %
li1 | 985 | - | -
met1 | 924 | 47 | 18.37
met2 | 109 | 40 | 18.38
met3 | 0 | 13 | 5.257
met4 | 0 | 0 | 0
met5 | - | 0 | 0
