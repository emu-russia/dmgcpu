<file path="design/flow/design.v">
`timescale 1ns/1ns
module Decoder1 (CLK2, a, d);
	input CLK2;
	input [25:0] a;
	output [106:0] d;
	assign d[0] = ~(CLK2 ? ~(a[0]&a[2]&a[5]&a[7]&a[9]&a[10]&a[13]&a[14]&a[17]&a[18]&a[20]&a[23]&a[24]) : 1'b1);
	assign d[1] = ~(CLK2 ? ~(a[0]&a[2]&a[5]&a[7]&a[9]&a[11]&a[13]&a[14]&a[17]&a[18]&a[20]&a[23]&a[24]) : 1'b1);
	assign d[2] = ~(CLK2 ? ~(a[0]&a[2]&a[5]&a[7]&a[9]&a[11]&a[13]&a[14]&a[17]&a[18]&a[20]&a[23]&a[25]) : 1'b1);
	assign d[3] = ~(CLK2 ? ~(a[0]&a[2]&((a[5]&a[6])|(a[5]&a[7]&a[15]&a[17]&a[18]))) : 1'b1);
	assign d[4] = ~(CLK2 ? ~(a[0]&a[2]&a[5]&a[7]&a[8]&a[14]&a[17]&a[18]&a[22]&a[25]) : 1'b1);
	assign d[5] = ~(CLK2 ? ~(a[0]&a[2]&a[5]&a[7]&a[8]&a[15]&a[16]&a[18]&a[22]&a[25]) : 1'b1);
	assign d[6] = ~(CLK2 ? ~(a[0]&a[2]&a[5]&a[7]&a[8]&a[14]&a[16]&a[18]&a[22]&a[24]) : 1'b1);
	assign d[7] = ~(CLK2 ? ~(a[0]&a[2]&a[4]&a[6]&a[9]&a[14]&a[16]&a[18]&a[22]&a[24]) : 1'b1);
	assign d[8] = ~(CLK2 ? ~(a[0]&a[2]&a[5]&a[7]&a[9]&a[11]&a[12]&a[14]&a[18]) : 1'b1);
	assign d[9] = ~(CLK2 ? ~(a[0]&a[2]&a[5]&a[7]&a[8]&((a[10]&a[13]&a[15]&a[16])|(a[15]&a[16]&a[18]))&a[20]&a[22]&a[24]) : 1'b1);
	assign d[10] = ~(CLK2 ? ~(a[0]&a[2]&a[5]&a[7]&a[8]&((a[10]&a[13]&a[15]&a[16])|(a[15]&a[16]&a[18]))&a[20]&a[22]&a[25]) : 1'b1);
	assign d[11] = ~(CLK2 ? ~(a[0]&a[2]&a[5]&a[7]&a[8]&((a[10]&a[13]&a[15]&a[16])|(a[15]&a[16]&a[18]))&a[20]&a[23]&a[24]) : 1'b1);
	assign d[12] = ~(CLK2 ? ~(a[0]&a[2]&a[5]&a[7]&a[8]&((a[10]&a[13]&a[15]&a[16])|(a[15]&a[16]&a[18]))&a[20]&a[23]&a[25]) : 1'b1);
	assign d[13] = ~(CLK2 ? ~(a[0]&a[2]&a[5]&a[7]&a[8]&((a[10]&a[13]&a[15]&a[16])|(a[15]&a[16]&a[18]))&a[21]&a[22]&a[24]) : 1'b1);
	assign d[14] = ~(CLK2 ? ~(a[0]&a[2]&a[4]&a[6]&a[15]&a[17]&a[18]) : 1'b1);
	assign d[15] = ~(CLK2 ? ~(a[0]&a[2]&a[4]&a[6]&a[15]&a[17]&a[18]&a[22]&a[24]) : 1'b1);
	assign d[16] = ~(CLK2 ? ~(a[0]&a[2]&a[4]&a[6]&((a[13])|(a[10])|(a[8]))&a[15]&a[17]&a[18]&a[22]&a[25]) : 1'b1);
	assign d[17] = ~(CLK2 ? ~(a[0]&a[2]&a[21]&a[23]&a[24]) : 1'b1);
	assign d[18] = ~(CLK2 ? ~(a[2]&a[21]&a[23]&a[25]) : 1'b1);
	assign d[19] = ~(CLK2 ? ~(a[0]&a[2]&a[4]&a[6]&((a[9]&a[14]&a[16]&a[18])|(a[8]&a[11]&a[13]&a[14]&a[16]&a[18]))&a[22]&a[25]) : 1'b1);
	assign d[20] = ~(CLK2 ? ~(a[0]&a[2]&a[4]&a[6]&((a[9]&a[14]&a[16]&a[18])|(a[8]&a[11]&a[13]&a[14]&a[16]&a[18]))&a[22]&a[24]) : 1'b1);
	assign d[21] = ~(CLK2 ? ~(a[0]&a[2]&a[5]&a[7]&a[9]&a[10]&a[13]&a[14]&a[16]&a[18]&a[20]&a[23]&a[24]) : 1'b1);
	assign d[22] = ~(CLK2 ? ~(a[0]&a[2]&a[5]&a[7]&a[9]&a[11]&a[13]&a[14]&a[16]&a[18]&a[23]&a[24]) : 1'b1);
	assign d[23] = ~(CLK2 ? ~(a[0]&a[3]&a[5]&a[6]&((a[14])|(a[16])|(a[19]))&a[22]&a[24]) : 1'b1);
	assign d[24] = ~(CLK2 ? ~(a[0]&a[3]&a[5]&a[6]&a[15]&a[17]&a[18]&a[22]&a[25]) : 1'b1);
	assign d[25] = ~(CLK2 ? ~(a[0]&a[2]&a[4]&a[6]&a[8]&a[15]&a[17]&a[19]) : 1'b1);
	assign d[26] = ~(CLK2 ? ~(a[0]&a[2]&a[4]&a[6]&a[13]&a[14]&a[17]&a[18]&a[22]&a[25]) : 1'b1);
	assign d[27] = ~(CLK2 ? ~(a[0]&a[3]&a[4]&a[7]) : 1'b1);
	assign d[28] = ~(CLK2 ? ~(a[0]&a[2]&a[4]&a[6]&a[12]&a[14]&a[17]&a[18]&a[22]&a[24]) : 1'b1);
	assign d[29] = ~(CLK2 ? ~(a[0]&a[2]&a[4]&a[6]&a[13]&a[14]&a[17]&a[18]&a[22]&a[24]) : 1'b1);
	assign d[30] = ~(CLK2 ? ~(a[0]&a[2]&a[5]&a[7]&a[9]&a[10]&a[12]&a[14]&a[17]&a[18]&a[22]&a[24]) : 1'b1);
	assign d[31] = ~(CLK2 ? ~(a[0]&a[2]&a[5]&a[7]&a[9]&a[10]&a[12]&a[14]&a[16]&a[18]&a[22]&a[24]) : 1'b1);
	assign d[32] = ~(CLK2 ? ~(a[0]&a[2]&a[5]&a[7]&a[9]&a[10]&a[12]&a[14]&a[16]&a[18]&a[22]&a[25]) : 1'b1);
	assign d[33] = ~(CLK2 ? ~(a[0]&a[2]&a[4]&((a[7]&a[8])|(a[7]&a[10])|(a[7]&a[13]))&a[15]&a[17]&a[18]&a[22]&a[24]) : 1'b1);
	assign d[34] = ~(CLK2 ? ~(a[0]&a[2]&a[4]&a[6]&a[15]&a[17]&a[19]&a[20]) : 1'b1);
	assign d[35] = ~(CLK2 ? ~(a[0]&a[2]&a[4]&a[6]&a[13]&a[14]&a[16]&a[19]&a[24]) : 1'b1);
	assign d[36] = ~(CLK2 ? ~(a[0]&a[2]&a[4]&a[6]&a[13]&a[14]&a[17]&a[19]&a[22]&a[24]) : 1'b1);
	assign d[37] = ~(CLK2 ? ~(a[0]&a[2]&a[4]&a[6]&a[12]&a[14]&a[17]&a[19]&a[22]&a[24]) : 1'b1);
	assign d[38] = ~(CLK2 ? ~(a[0]&a[2]&a[5]&a[7]&a[12]&a[15]&a[16]&a[19]&a[22]&a[25]) : 1'b1);
	assign d[39] = ~(CLK2 ? ~(a[0]&a[2]&a[5]&a[7]&a[12]&a[15]&a[16]&a[19]&a[22]&a[24]) : 1'b1);
	assign d[40] = ~(CLK2 ? ~(a[0]&a[2]&a[4]&a[7]&((a[8])|(a[10])|(a[13]))&((a[19])|(a[16])|(a[14]))&a[20]) : 1'b1);
	assign d[41] = ~(CLK2 ? ~(a[0]&a[2]&a[4]&a[7]) : 1'b1);
	assign d[42] = ~(CLK2 ? ~(a[0]&a[3]&a[4]&a[6]) : 1'b1);
	assign d[43] = ~(CLK2 ? ~(a[0]&a[2]&a[5]&a[7]&a[8]&((a[10]&a[12]&a[14]&a[17])|(a[14]&a[17]&a[18]))&a[22]&a[24]) : 1'b1);
	assign d[44] = ~(CLK2 ? ~(a[0]&a[2]&a[5]&a[7]&a[8]&((a[10]&a[12]&a[14]&a[17])|(a[14]&a[17]&a[18]))&a[22]&a[25]) : 1'b1);
	assign d[45] = ~(CLK2 ? ~(a[0]&a[2]&a[5]&a[7]&a[8]&((a[10]&a[12]&a[14]&a[17])|(a[14]&a[17]&a[18]))&a[23]&a[24]) : 1'b1);
	assign d[46] = ~(CLK2 ? ~(a[0]&a[2]&a[4]&a[6]&a[13]&a[14]&a[16]&a[19]&a[22]&a[25]) : 1'b1);
	assign d[47] = ~(CLK2 ? ~(a[0]&a[2]&a[4]&a[6]&a[9]&a[11]&a[12]&a[15]&a[17]&a[18]&a[22]&a[25]) : 1'b1);
	assign d[48] = ~(CLK2 ? ~(a[24]&a[25]) : 1'b1);
	assign d[49] = ~(CLK2 ? ~(a[24]&a[25]) : 1'b1);
	assign d[50] = ~(CLK2 ? ~(a[0]&a[2]&a[5]&a[7]&a[12]&a[15]&a[16]&a[19]&a[23]&a[24]) : 1'b1);
	assign d[51] = ~(CLK2 ? ~(a[0]&a[2]&a[5]&a[7]&a[12]&a[14]&a[16]&a[19]&a[22]&a[24]) : 1'b1);
	assign d[52] = ~(CLK2 ? ~(a[0]&a[2]&a[5]&a[7]&a[12]&a[14]&a[16]&a[19]&a[22]&a[25]) : 1'b1);
	assign d[53] = ~(CLK2 ? ~(a[0]&a[2]&a[5]&a[7]&a[9]&a[10]&a[13]&a[14]&a[16]&a[18]&a[20]&a[22]&a[25]) : 1'b1);
	assign d[54] = ~(CLK2 ? ~(a[0]&a[2]&a[5]&a[7]&a[9]&a[11]&a[13]&a[14]&a[16]&a[18]&a[22]&a[25]) : 1'b1);
	assign d[55] = ~(CLK2 ? ~(a[0]&a[3]&a[5]&a[7]&((a[14])|(a[16])|(a[19]))&a[22]&a[24]) : 1'b1);
	assign d[56] = ~(CLK2 ? ~(a[0]&a[3]&a[5]&a[7]&a[15]&a[17]&a[18]&a[22]&a[25]) : 1'b1);
	assign d[57] = ~(CLK2 ? ~(a[0]&a[3]&a[5]&a[15]&a[17]&a[18]&a[22]&a[24]) : 1'b1);
	assign d[58] = ~(CLK2 ? ~(a[0]&a[2]&a[5]&a[7]&a[12]&a[14]&a[16]&a[19]&a[23]&a[24]) : 1'b1);
	assign d[59] = ~(CLK2 ? ~(a[0]&a[2]&a[5]&a[7]&a[9]&a[11]&a[12]&a[14]&a[16]&a[18]&a[22]&a[25]) : 1'b1);
	assign d[60] = ~(CLK2 ? ~(a[0]&a[2]&a[4]&a[6]&a[8]&a[10]&a[13]&a[14]&a[16]&a[18]&a[20]&a[23]&a[24]) : 1'b1);
	assign d[61] = ~(CLK2 ? ~(a[0]&a[2]&a[4]&a[6]&a[8]&a[10]&a[13]&a[14]&a[16]&a[18]&a[20]&a[22]&a[24]) : 1'b1);
	assign d[62] = ~(CLK2 ? ~(a[0]&a[2]&a[5]&a[7]&a[9]&a[11]&a[13]&a[14]&a[16]&a[19]&a[22]&a[24]) : 1'b1);
	assign d[63] = ~(CLK2 ? ~(a[0]&a[2]&a[5]&a[7]&a[9]&a[10]&a[13]&a[14]&a[16]&a[18]&a[20]&a[22]&a[24]) : 1'b1);
	assign d[64] = ~(CLK2 ? ~(a[0]&a[2]&a[5]&a[7]&a[9]&a[10]&a[13]&a[14]&a[16]&a[18]&a[20]&a[23]&a[25]) : 1'b1);
	assign d[65] = ~(CLK2 ? ~(a[0]&a[2]&a[5]&a[7]&a[9]&a[11]&a[13]&a[14]&a[16]&a[18]&a[22]&a[24]) : 1'b1);
	assign d[66] = ~(CLK2 ? ~(a[0]&a[2]&a[4]&a[6]&a[8]&a[10]&a[13]&a[14]&a[16]&a[18]&a[20]&a[23]&a[25]) : 1'b1);
	assign d[67] = ~(CLK2 ? ~(a[0]&a[2]&a[4]&a[6]&a[8]&a[10]&a[13]&a[14]&a[16]&a[18]&a[20]&a[22]&a[25]) : 1'b1);
	assign d[68] = ~(CLK2 ? ~(a[0]&a[2]&a[4]&a[7]&a[9]&a[11]&a[12]&((a[19])|(a[16])|(a[14]))&a[22]&a[24]) : 1'b1);
	assign d[69] = ~(CLK2 ? ~(a[0]&a[2]&a[4]&a[6]&a[9]&a[11]&a[12]&a[15]&a[16]&a[22]&a[24]) : 1'b1);
	assign d[70] = ~(CLK2 ? ~(a[0]&a[2]&a[4]&a[6]&a[9]&a[11]&a[12]&a[15]&a[16]&a[22]&a[25]) : 1'b1);
	assign d[71] = ~(CLK2 ? ~(a[0]&a[2]&a[5]&a[7]&a[9]&a[11]&a[12]&a[14]&a[17]&a[18]&a[22]&a[24]) : 1'b1);
	assign d[72] = ~(CLK2 ? ~(a[0]&a[2]&a[5]&a[7]&a[9]&a[11]&a[12]&a[14]&a[16]&a[18]&a[22]&a[24]) : 1'b1);
	assign d[73] = ~(CLK2 ? ~(a[0]&a[2]&a[5]&a[7]&a[15]&a[17]&a[19]&a[22]&a[25]) : 1'b1);
	assign d[74] = ~(CLK2 ? ~(a[0]&a[2]&a[5]&a[7]&a[15]&a[17]&a[19]&a[22]&a[24]) : 1'b1);
	assign d[75] = ~(CLK2 ? ~(a[1]&a[2]&a[21]&a[22]&a[25]) : 1'b1);
	assign d[76] = ~(CLK2 ? ~(a[1]&a[2]&a[21]&a[22]&a[24]) : 1'b1);
	assign d[77] = ~(CLK2 ? ~(a[1]&a[2]&a[20]&a[22]&a[24]) : 1'b1);
	assign d[78] = ~(CLK2 ? ~(a[0]&a[2]&a[5]&a[6]&((a[16])|(a[14])|(a[19]))&a[20]) : 1'b1);
	assign d[79] = ~(CLK2 ? ~(a[0]&a[2]&a[5]&a[7]&a[8]&a[13]&a[14]&a[16]&a[19]&a[22]&a[24]) : 1'b1);
	assign d[80] = ~(CLK2 ? ~(a[0]&a[2]&a[5]&a[7]&a[8]&a[14]&a[16]&a[18]&a[22]&a[25]) : 1'b1);
	assign d[81] = ~(CLK2 ? ~(a[0]&a[2]&a[5]&a[7]&a[9]&a[10]&a[13]&a[14]&a[16]&a[19]&a[20]) : 1'b1);
	assign d[82] = ~(CLK2 ? ~(a[0]&a[2]&a[5]&a[7]&a[8]&((a[13]&a[14]&a[16])|(a[14]&a[16]&a[18]))&a[20]&a[23]&a[24]) : 1'b1);
	assign d[83] = ~(CLK2 ? ~(a[0]&a[2]&a[5]&a[7]&a[8]&((a[13]&a[14]&a[16])|(a[14]&a[16]&a[18]))&a[20]&a[23]&a[25]) : 1'b1);
	assign d[84] = ~(CLK2 ? ~(a[0]&a[2]&a[4]&a[6]&a[9]&a[10]&a[14]&a[17]&a[18]&a[22]&a[24]) : 1'b1);
	assign d[85] = ~(CLK2 ? ~(a[0]&a[2]&a[4]&a[6]&a[9]&a[11]&a[14]&a[17]&a[18]&a[22]&a[24]) : 1'b1);
	assign d[86] = ~(CLK2 ? ~(a[0]&a[2]&a[4]&a[6]&a[12]&a[14]&a[16]&a[19]&a[22]&a[24]) : 1'b1);
	assign d[87] = ~(CLK2 ? ~(a[0]&a[2]&a[4]&a[6]&a[12]&a[14]&a[16]&a[19]&a[22]&a[25]) : 1'b1);
	assign d[88] = ~(CLK2 ? ~(a[0]&a[2]&a[4]&a[6]&a[12]&a[14]&a[16]&a[19]&a[23]&a[24]) : 1'b1);
	assign d[89] = ~(CLK2 ? ~(a[0]&a[2]&a[4]&a[6]&((a[13])|(a[10])|(a[8]))&a[15]&a[16]&a[20]) : 1'b1);
	assign d[90] = ~(CLK2 ? ~(a[0]&a[2]&a[5]&a[6]&a[15]&a[17]&a[18]&a[22]&a[24]) : 1'b1);
	assign d[91] = ~(CLK2 ? ~(a[0]&a[2]&a[5]&a[7]&a[15]&a[17]&a[18]&a[22]&a[24]) : 1'b1);
	assign d[92] = ~(CLK2 ? ~(a[0]&a[2]&a[5]&a[7]&a[15]&a[17]&a[19]&a[23]&a[24]) : 1'b1);
	assign d[93] = ~(CLK2 ? ~(a[1]&a[2]&a[21]&a[23]&a[24]) : 1'b1);
	assign d[94] = ~(CLK2 ? ~(a[0]&a[3]&((a[19])|(a[14])|(a[16]))&a[20]) : 1'b1);
	assign d[95] = ~(CLK2 ? ~(a[0]&a[3]&a[15]&a[17]&a[18]&a[22]&a[24]) : 1'b1);
	assign d[96] = ~(CLK2 ? ~(a[0]&a[3]&a[4]&a[7]&a[15]&a[17]&a[18]&a[22]&a[25]) : 1'b1);
	assign d[97] = ~(CLK2 ? ~(a[0]&a[3]&a[6]&a[15]&a[17]&a[18]&a[22]&a[25]) : 1'b1);
	assign d[98] = ~(CLK2 ? ~(a[0]&a[2]&a[4]&a[6]&a[15]&a[16]) : 1'b1);
	assign d[99] = ~(CLK2 ? ~(a[0]&a[2]&a[5]&a[7]&a[9]&a[11]&a[14]&a[17]&a[19]&a[20]) : 1'b1);
	assign d[100] = ~(CLK2 ? ~(a[0]&a[2]&a[4]&a[7]&a[9]&a[11]&a[12]&a[15]&a[17]&a[18]&a[20]) : 1'b1);
	assign d[101] = ~(CLK2 ? ~(a[0]&a[2]&a[4]&a[6]&a[8]&a[12]&a[14]&a[16]&a[18]&a[20]) : 1'b1);
	assign d[102] = ~(CLK2 ? ~(a[0]&a[2]&a[5]&a[7]&a[8]&a[10]&a[13]&a[14]&a[17]&a[19]&a[20]) : 1'b1);
	assign d[103] = ~(CLK2 ? ~(a[0]&a[2]&a[4]&a[6]&((a[8]&a[11]&a[13]&a[14]&a[16]&a[18])|(a[9]&a[14]&a[16]&a[18]))&a[23]&a[24]) : 1'b1);
	assign d[104] = ~(CLK2 ? ~(a[0]&a[2]&a[5]&a[7]&a[9]&a[13]&a[14]&a[17]&a[18]&a[20]&a[22]&a[24]) : 1'b1);
	assign d[105] = ~(CLK2 ? ~(a[0]&a[2]&a[5]&a[7]&a[9]&a[13]&a[14]&a[17]&a[18]&a[20]&a[22]&a[25]) : 1'b1);
	assign d[106] = ~(CLK2 ? ~(a[24]&a[25]) : 1'b1);
endmodule  
</file>
<file path="design/flow/run.sh">
#!/bin/bash
# OpenROAD 26Q1-2900-gdf79404cd8, Yosys 0.63+post, stock flow scripts
make -C /OpenROAD-flow-scripts/flow DESIGN_CONFIG=/design/flow/config.mk WORK_HOME=/design/flow/orfs finish
</file>
<file path="design/flow/config.mk">
export PLATFORM = sky130hd
export DESIGN_NAME = Decoder1
export DESIGN_NICKNAME = Decoder1
export VERILOG_FILES = /design/flow/design.v
export SDC_FILE = /design/flow/constraint.sdc
export NUM_CORES = 4
export LEC_CHECK = 1
export CORE_AREA = 10 10 109 109
export DIE_AREA = 0 0 119 119
</file>
<file path="design/flow/constraint.sdc">
current_design Decoder1

set clk_period 2.9
set clk_io_pct 0.2

create_clock -name clk0 -period $clk_period

set non_clock_inputs [all_inputs -no_clocks]
set_input_delay [expr $clk_period * $clk_io_pct] -clock clk0 $non_clock_inputs
set_output_delay [expr $clk_period * $clk_io_pct] -clock clk0 [all_outputs]
</file>
==> out/qor.yml <==
hold_ws_ns: 1.73
grt_pass1_vias: 2353
ir_drop_mv: 0.0285
powerDensity_mw_per_mm2: 66.4
synth_top_area_share_pct: 19.6
status: "completed"
path_class: "in2out"
topCellsByArea: "nor2_1 20%, nor3_1 12%, nand3_1 8.4%"
synth_seq_share_pct: 0
drtIter0Drc: 99
fp-row-count: 36
max_freq_mhz: 351
whs_endpoint: "d[50]"
post-route-period-util_pct: 98.2
p_comb_share_pct: 100.0
required_ns: 2.32
routabilityCongestion: 0.917
crit_path_top_delay_cell: "clkdlybuf4s50_1"
maxCapViolCount: 0
crit_top_cell: "clkdlybuf4s50_1"
die_w_um: 119
clkbuf_count: 0
worstPathArrival_ns: 2.27
cp-start-kind: "input pin"
wire_per_inst_um: 17.7
grt_max_degree: 11
chip_area_mm2: 0.0142
ys_cells: 215
syn-cell-area_mm2: 0.00113
slew_viol_final: 0
fp.dieH_um: 119
port-buffer-count: 134
layout_top_cell: "clkdlybuf4s50_1"
hold_viol: 0
grt_pass1_wl_um: 14100
grt_antenna_before_repair: 2
synthCells: 215
vias_per_cell: 4.32
track_usage_pct: 12.4
ys_warn_count: 0
totalWireLength_um: 9370
synth.distinct_cells: 31
syn_area_per_cell_um2: 5.26
coreArea_mm2: 0.00964
warnings: 34
power_w: 0.000213
switchingPower_w: 0.000110
holdBufCountCts: 0
cp_top_family: "buffers and inverters"
post-route-util_pct: 33.3
cell_internal_pwr_w: 0.000103
worstHoldStart: "a[15]"
dp.cells: 527
regArea_um2: 0
seq_power_share_pct: 0
gr-total-overflow: 0
lay_top_cells: "115 x clkdlybuf4s50_1, 57 x nor2_1, 57 x buf_4, 21 x nor3_1, 19 x nand2_1"
crit_chain: "clkdlybuf4s50_1, nand2_1, or3_4, nor2_1, clkdlybuf4s50_1"
p_leak_nw: 1.16
ys_area_mm2: 0.00113
tightest_slew_ns: 0.312
slew_headroom_pct: 79.0
initial_core_util_pct: 11.7
p_sw_share_pct: 51.5
finalSetupViolCount: 0
firstDrtPassIters: 4
hpwl_um: 8090
final_cell_count_no_fill: 530
drc: 0
io_pins: 134
postCtsSetupBuffers: 0
design.seq.count: 0
min_path_type: "in2out"
cp-end-kind: "output pin"
top_area_cell: "nor2_1"
area_growth_pct: 184
clockPowerShare_pct: 0
hold_depth: 5
dr_total_vias: 2291
antenna_left: 0
layout-drive-gt1-share_pct: 27.4
rsz0062_at_grt: "yes"
critPathMaxStageDelay_ns: 0.53
cp_max_fo: 4
period_minus_slack_ns: 2.85
cp_num_buf_inv: 2
[layer usage]
layer / track usage [%] / vias up / wire length [um]
met5: 0 / - / 0
met4: 1.30 / 0 / 115
met3: 3.60 / 6 / 790
met2: 20.5 / 102 / 4350
met1: 16.2 / 1058 / 4110
li1: - / 1125 / -
[power groups by stage]
stage	combinational [W]	sequential, W	clock, W
CTS	0.000206	0	0
global route	0.000228	0	0.0000000000461
finish	0.000213	0	0.000000000138
[cell usage after synthesis (2+ instances only)]
cell type and n:
and2_1 4, and3_1 7, and4_1 4, buf_2 6, buf_4 6, clkbuf_1 7, inv_1 3, nand2_1 24
nand2_2 2, nand2b_1 2, nand3_1 19, nand3_2 3, nand4_1 11, nor2_1 59, nor3_1 28, nor3b_1 3
nor4_1 5, nor4_2 3, or3_1 7
[per-stage QoR]
stage | TNS, ns | worst slack, ns | area [um^2]
after floorplan | 0 | 0.937 | 1130
after global placement | -8.17 | -0.194 | 3030
after detailed placement | -9.18 | -0.245 | 3030
after CTS | -0.335 | -0.0513 | 3110
after global routing | -0.0155 | -0.0112 | 3210
final | 0 | 0.0531 | 3210
[kinds of logic after synthesis]
family                 after synthesis  share of synthesized area, %
AND-OR/OR-AND                        5                          3.10
buffers and inverters               23                          11.0
AND/OR/NAND/NOR                    187                          86.0
[worst max-delay path by stage]
stage | startpoint | cells after the start | slack [ns] | endpoint
finish | a[17] | 5 | 0.05 | d[97]
global route | a[18] | 6 | -0.01 | d[11]
CTS | a[24] | 5 | -0.05 | d[30]
[area by class of cell]
class / count / area, um^2
antenna: 3 / 7.51
inverter: 3 / 11.3
fill: 1024 / 6430
timing repair buffer: 199 / 1880
tap: 133 / 166
multi-input combinational: 192 / 1150
[timing repair]
action | 4_1_cts | 5_1_grt
hold endpoints to repair | 0 | 0
setup endpoints to repair | 92 | 67
resized | 36 | 25
cloned | 0 | 0
pin swaps | 5 | 6
