File: flow/run.sh
#!/bin/bash
# OpenROAD 26Q1-2900-gdf79404cd8, Yosys 0.63+post, stock flow scripts
make -C /OpenROAD-flow-scripts/flow DESIGN_CONFIG=/design/flow/config.mk WORK_HOME=/design/flow/orfs finish
File: flow/design.v
`timescale 1ns/1ns
module Decoder2( CLK2, d, w, SeqOut_2, IR7 );
	input CLK2;
	input [106:0] d;
	output [40:0] w;
	input SeqOut_2;
	input IR7;
	assign w[0] = ~(CLK2 ? ~((d[4]|d[5]|d[6]|d[7])) : 1'b1);
	assign w[1] = ~(CLK2 ? ~((d[0]|d[1]|w[27])) : 1'b1);
	assign w[4] = ~(CLK2 ? ~((d[0]|d[28])) : 1'b1);
	assign w[5] = ~(CLK2 ? ~((d[2]|d[26])) : 1'b1);
	assign w[6] = ~(CLK2 ? ~((d[0]|d[12]|d[13]|d[24]|d[28]|d[30]|d[32]|d[38]|d[47]|d[50]|d[56]|d[60]|d[66]|d[68]|d[70]|d[73]|d[75]|d[92]|d[93]|d[97])) : 1'b1);
	assign w[9] = ~(CLK2 ? ~((d[21]|d[22])) : 1'b1);
	assign w[10] = ~(CLK2 ? ~((d[23]|d[24])) : 1'b1);
	assign w[11] = ~(CLK2 ? ~((d[32]|d[59]|d[0]|d[1]|d[2]|d[9]|d[10]|d[12]|d[13]|d[15]|d[16]|d[17]|d[18]|d[20]|d[22]|d[23]|d[24]|d[26]|d[28]|d[29]|d[30]|d[31]|d[33]|d[34]|d[38]|d[40]|d[43]|d[44]|d[46]|d[47]|d[50]|d[51]|d[52]|d[55]|d[56]|d[57]|d[58]|d[60]|d[61]|d[63]|d[64]|d[65]|d[66]|d[67]|d[68]|d[69]|d[70]|d[71]|d[72]|d[73]|d[75]|d[78]|d[79]|d[80]|d[81]|d[82]|d[86]|d[87]|d[88]|d[89]|d[90]|d[91]|d[92]|d[93]|d[94]|d[95]|d[96]|d[97]|d[99]|d[100]|d[101]|d[102]|d[103]|d[104]|d[105])) : 1'b1);
	assign w[13] = ~(CLK2 ? ~((d[28]|d[29])) : 1'b1);
	assign w[14] = ~(CLK2 ? ~((d[30]|d[32])) : 1'b1);
	assign w[16] = ~(CLK2 ? ~((d[36]|d[37])) : 1'b1);
	assign w[17] = ~(CLK2 ? ~((d[32]|d[59])) : 1'b1);
	assign w[18] = ~(CLK2 ? ~((d[1]|d[9]|d[10]|d[15]|d[20]|d[29]|d[31]|d[33]|d[43]|d[44]|d[51]|d[52]|d[57]|d[59]|d[61]|d[63]|d[65]|d[67]|d[69]|d[71]|d[72]|d[79]|d[80]|d[82]|d[86]|d[87]|d[90]|d[91]|d[95]|d[104]|d[105])) : 1'b1);
	assign w[20] = ~(CLK2 ? ~((d[0]|d[1]|d[6]|d[9]|d[11]|d[13]|d[15]|d[20]|d[21]|d[24]|d[28]|d[29]|d[30]|d[31]|d[32]|d[35]|d[36]|d[37]|d[39]|d[43]|d[45]|d[47]|d[50]|d[51]|d[56]|d[57]|d[60]|d[61]|d[62]|d[63]|d[65]|d[66]|d[68]|d[69]|d[70]|d[72]|d[74]|d[76]|d[82]|d[83]|d[86]|d[92]|d[93]|d[95]|d[97]|d[104])) : 1'b1);
	assign w[22] = ~(CLK2 ? ~((d[24]|d[33]|d[47]|d[56]|d[57]|d[62]|d[68]|d[69]|d[70]|d[81]|d[90]|d[95]|d[97])) : 1'b1);
	assign w[23] = ~(CLK2 ? ~((d[53]|d[54])) : 1'b1);
	assign w[24] = ~(CLK2 ? ~((d[55]|d[56])) : 1'b1);
	assign w[25] = ~(CLK2 ? ~((d[2]|d[9]|d[10]|d[15]|d[16]|d[17]|d[18]|d[20]|d[22]|d[23]|d[26]|d[31]|d[34]|d[40]|d[43]|d[44]|d[46]|d[55]|d[58]|d[61]|d[63]|d[64]|d[65]|d[67]|d[72]|d[77]|d[78]|d[86]|d[87]|d[88]|d[89]|d[91]|d[94]|d[96]|d[99]|d[100]|d[101]|d[102]|d[104]|d[105])) : 1'b1);
	assign w[26] = ~(CLK2 ? ~((d[2]|d[16]|d[17]|d[18]|d[22]|d[23]|d[26]|d[34]|d[40]|d[46]|d[55]|d[58]|d[64]|d[78]|d[81]|d[88]|d[89]|d[94]|d[96]|d[99]|d[100]|d[101]|d[102]|d[103])) : 1'b1);
	assign w[27] = ~(CLK2 ? ~((d[60]|d[66])) : 1'b1);
	assign w[28] = ~(CLK2 ? ~((d[12]|d[73]|d[75])) : 1'b1);
	assign w[29] = ~(CLK2 ? ~((d[30]|d[71])) : 1'b1);
	assign w[30] = ~(CLK2 ? ~((d[11]|d[12]|d[13]|d[38]|d[39]|d[50]|d[51]|d[52]|d[73]|d[74]|d[75]|d[76]|d[79]|d[80]|d[82]|d[92]|d[93])) : 1'b1);
	assign w[31] = ~(CLK2 ? ~((d[2]|d[9]|d[10]|d[15]|d[16]|d[17]|d[18]|d[20]|d[22]|d[23]|d[26]|d[31]|d[34]|d[37]|d[40]|d[43]|d[44]|d[46]|d[51]|d[52]|d[55]|d[58]|d[60]|d[61]|d[63]|d[64]|d[65]|d[67]|d[72]|d[78]|d[79]|d[80]|d[81]|d[82]|d[84]|d[86]|d[87]|d[88]|d[89]|d[91]|d[94]|d[96]|d[99]|d[101]|d[102]|d[103]|d[104]|d[105])) : 1'b1);
	assign w[32] = ~(CLK2 ? ~((d[0]|d[12]|d[13]|d[24]|d[28]|d[30]|d[32]|d[33]|d[36]|d[37]|d[45]|d[47]|d[50]|d[56]|d[59]|d[62]|d[66]|d[68]|d[70]|d[71]|d[75]|d[76]|d[77]|d[83]|d[90]|d[91]|d[92]|d[93]|d[97])) : 1'b1);
	assign w[33] = ~(CLK2 ? ~((d[0]|d[1]|d[10]|d[11]|d[13]|d[19]|d[21]|d[24]|d[28]|d[30]|d[32]|d[33]|d[36]|d[37]|d[38]|d[44]|d[45]|d[47]|d[50]|d[52]|d[53]|d[54]|d[56]|d[59]|d[60]|d[62]|d[66]|d[67]|d[68]|d[70]|d[71]|d[73]|d[75]|d[79]|d[80]|d[82]|d[83]|d[87]|d[90]|d[91]|d[92]|d[93]|d[97]|d[105])) : 1'b1);
	assign w[34] = ~(CLK2 ? ~((d[13]|d[92]|d[93])) : 1'b1);
	assign w[35] = ~(CLK2 ? ~((d[11]|d[12]|d[36]|d[38]|d[39]|d[73]|d[74]|d[75]|d[76]|d[77]|d[85])) : 1'b1);
	assign w[36] = ~(CLK2 ? ~((d[13]|d[45]|d[83])) : 1'b1);
	assign w[38] = ~(CLK2 ? ~((d[2]|d[13]|d[16]|d[17]|d[22]|d[23]|d[26]|d[28]|d[29]|d[34]|d[35]|d[36]|d[37]|d[38]|d[40]|d[45]|d[46]|d[50]|d[53]|d[54]|d[55]|d[58]|d[62]|d[68]|d[70]|d[78]|d[81]|d[88]|d[89]|d[92]|d[93]|d[94]|d[96]|d[97]|d[99]|d[100]|d[101])) : 1'b1);
	assign w[2] = d[103];
	assign w[3] = d[3];
	assign w[7] = ~IR7;			 
	assign w[8] = d[19];
	assign w[12] = d[27];
	assign w[15] = d[35];
	assign w[19] = d[46];
	assign w[21] = d[50];
	assign w[37] = d[98];
	assign w[39] = ~SeqOut_2;
	assign w[40] = w[18] & w[39];
endmodule  
File: flow/constraint.sdc
current_design Decoder2

set clk_period 2.4
set clk_io_pct 0.2

create_clock -name clk0 -period $clk_period

set non_clock_inputs [all_inputs -no_clocks]
set_input_delay [expr $clk_period * $clk_io_pct] -clock clk0 $non_clock_inputs
set_output_delay [expr $clk_period * $clk_io_pct] -clock clk0 [all_outputs]
File: flow/config.mk
export PLATFORM = sky130hd
export DESIGN_NAME = Decoder2
export DESIGN_NICKNAME = Decoder2
export VERILOG_FILES = /design/flow/design.v
export SDC_FILE = /design/flow/constraint.sdc
export NUM_CORES = 4
export LEC_CHECK = 1
export CORE_AREA = 10 10 84 84
export DIE_AREA = 0 0 94 94
==> results.txt <==
yosys + openroad results -> Fillers about 480, WP depth 7, Fmax a little over 400 MHz, synth-to-layout area growth 268%, Min-Delay Path Class in -> out, Yosys warnings 0, critical path's largest stage delay roughly 400 ps, via/cell ratio between 4 and 5, CP Cell Sequence buf_6 -> or3_4 -> nor4_4 -> buf_4 -> nand4_1 -> o41a_1 -> buf_2, global-route wire length before repair approximately 10000 um, Hold-fix buffers, CTS 0, PwrDens approximately 130 mW/mm^2, Crit. End Element primary output, share of cells above drive strength 1 between 50 and 60%, Initial DRC Count roughly 50, Slew @ Worst Pin between 300 and 400 ps, sequential area share after synthesis 0%, I/O pin count ~150, delay-heaviest family, CP simple AND/OR/NAND/NOR gates, Final min period between 2000 and 2500 ps, period utilisation layout 101%, final WL 6650 um, final setup fails 4, worst-path fanout max 2, headroom to the max-slew limit 79.7%, Hold Path Depth 0, vias in the first global route ~1900, area leader, netlist nor2_1, final hold violation count 0, grt ovf 0, Synth cell types 25, Post-Syn Area per Cell 6.01 sq um, failing checks negative setup slack, DRC Markers 0, routability congestion estimate from global placement approximately 0.90, HPWL after DPL approximately 5800 um, first drt pass iteration count 4, maximum VDD drop approximately 0.065 mV, # clk buffers 0, std cell rows 26, run status finished with violations, Setup TNS Final -115 ps, most instantiated logic cells after routing buf_4 (59), clkdlybuf4s50_1 (54), nor2_1 (30), cell count after synthesis around 130, largest net degree at the start of global routing 12, WP data required about 1900 ps, Post-synth area hogs nor2_1 (17%), nor4_1 (12%), or4_1 (11%), # Cells Yosys around 130, Commonest Layout Cell buf_4, die height roughly 94 um, Wirelength per Cell 17.1 um, antenna fix cells 0, registers 0, Crit Path Class in -> out, Slowest-stage cell, CP or3_4, number of I/O port buffers 137, hold_ws about 960 ps, Final Slew Violations 0, Worst Path Arrival ~2000 ps, overall routing resource usage between 10 and 15%, tool warnings ~42, Non-Filler Instances around 400, post-synth top area share roughly 17%, setup ws final -33.9 ps, max-cap check violation count 0, CP bufs+invs 3, Chip Area about 0.009 sq mm, routed vias 1727, Mapped Area between 700 and 800 sq um, Reg area 0 sq um, core area 0.00520 sq mm, total power draw about 370 uW, Starting Density between 10 and 15%, worst slack at placement -785 ps, RSZ-0062 raised after global routing yes, Final ANT Viol Nets 0, Static Leak between 0.001 and 0.0015 uW, placed cell count about 380, Chip Area, Yosys ~760 sq um, die width roughly 94 um, antenna violations before repair 0, critical path startpoint category input port
==> path summary, 6_finish.rpt <==
path,start,endpoint,slack [ps]
hold / removal,d[98],w[37],960
setup / recovery,d[79],w[11],-30
==> layout make-up <==
| class | instances | area [sq um] | share of cell area [%] |
|---|---|---|---|
| timing repair buffer | 204 | 1750 | 62.4 |
| multi-input combinational | 113 | 958 | 34.1 |
| tap | 70 | 87.6 | 3.12 |
| inverter | 3 | 11.3 | 0.401 |
==> stage by stage <==
stage	util, %	instance area [sq um]
after floorplan	-	763
after global placement	49.4	2570
after detailed placement	49.4	2570
after CTS	51.7	2690
after global routing	54.0	2810
final	54.0	2810
==> power breakdown <==
part	switching, uW	leakage, uW	internal (uW)
Clock	0	0	0
Combinational	123	0.00129	245
Sequential	0	0	0
Total	123	0.00129	245
==> cells by family (layout without fill, tap and decap cells) <==
family                 count (synthesis)  in the layout  share of synthesized area, %
AOI/OAI and AO/OA                     13             13                          13.4
buffers and inverters                 14            207                          11.3
and+or+nand+nor                      100            100                          75.2
==> metal layers <==
layer / track usage (%) / part of all wire [%]
met1: 16.8 / 42
met5: 0 / 0
met2: 24.1 / 47
met4: 0 / 0
met3: 5.25 / 11
==> synth_stat cells, types with 2 or more instances <==
master    instances
and2_1            3
clkbuf_1          2
a21oi_1           4
nor2_1           35
o31a_1            2
or4_1            11
or3_1             5
a41oi_1           2
buf_4             9
nand4_1           2
nand2_1           5
nor3_1           10
inv_1             3
or4_4             3
o41a_1            2
o21a_1            2
nor4_1           15
nand3_1           4
nor4_4            2
==> repair_timing <==
action | in CTS | in global routing
pin swaps | 48 | 31
gates cloned | 0 | 0
setup buffers | 7 | 5
hold endpoints to repair | 0 | 0
setup endpoints to repair | 17 | 25
resized | 227 | 62
Power figures rest on the tool's default switching activity, not on a simulated workload.
